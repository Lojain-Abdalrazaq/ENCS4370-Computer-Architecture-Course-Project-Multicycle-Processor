[flow/run.sh]
#!/bin/bash
# OpenROAD 26Q1-2900-gdf79404cd8, Yosys 0.63+post, stock flow scripts
make -C /OpenROAD-flow-scripts/flow DESIGN_CONFIG=/design/flow/config.mk WORK_HOME=/design/flow/orfs finish
[flow/config.mk]
export PLATFORM = sky130hd
export DESIGN_NAME = RegisterFile
export DESIGN_NICKNAME = RegisterFile
export VERILOG_FILES = /design/flow/design.v
export SDC_FILE = /design/flow/constraint.sdc
export NUM_CORES = 4
export LEC_CHECK = 1
export CORE_UTILIZATION = 50
[flow/constraint.sdc]
current_design RegisterFile

set clk_period 5.1
set clk_io_pct 0.2

create_clock -name clk0 -period $clk_period [get_ports {clock}]

set non_clock_inputs [all_inputs -no_clocks]
set_input_delay [expr $clk_period * $clk_io_pct] -clock clk0 $non_clock_inputs
set_output_delay [expr $clk_period * $clk_io_pct] -clock clk0 [all_outputs]
[flow/design.v]
module RegisterFile(
	input [4:0] RA,    			 
	input [4:0] RB,    			 
	input [4:0] RW, 			 
	input WriteEnable,	     	 
	input clock,          		 
	input [31:0] BusW, 			 
	output reg [31:0] BusA,		 
	output reg [31:0] BusB,   	 
	output reg [31:0] Rd   		 
);
reg [31:0] registers [31:0];  
initial begin
   integer i;  
  for (i = 0; i < 32; i = i + 1) begin
		registers[i] = i;
    end
  end
always @(posedge clock) begin
    if (WriteEnable) begin
		registers[RW] <= BusW;
    end
    BusA <= registers[RA];
    BusB <= registers[RB];
  end
endmodule
==> flow_metrics.rpt <==
==== FLOW RESULTS ====
----------------------------------------------------
[Run status]
  Status ........................ complete, no violations

[Global route]
  Antenna violations before repair ........................ 5
  First-pass GRT wire length ........................ 224 mm
  Tot GR Track Use ........................ 33.5%
  Vias in the first global route ........................ 33.2k
  Overflow after GRT ........................ 0
  Maximum number of pins on one net before global-route repair ........................ 87

[Job]
  Number of warnings the tools reported ........................ 26
  Max-Cap Viols ........................ 0

[Yosys]
  Mean post-synth cell area ........................ 14.4 sq um
  Post-synth area from yosys stat ........................ 50300 sq um
  Share of the yosys chip area belonging to registers ........................ 63.7%
  Largest type area fraction ........................ 61.1%
  Count of instantiated cells in the yosys netlist ........................ 3483
  Top area cells in the synthesized netlist ........................ sky130_fd_sc_hd__edfxtp_1 (61%), sky130_fd_sc_hd__mux2i_1 (20%), sky130_fd_sc_hd__a22oi_1 (2.9%), sky130_fd_sc_hd__dfxtp_1 (2.5%), sky130_fd_sc_hd__a22o_1 (2.2%)
  Cells after synthesis ........................ 3483
  Number of different library cells in the post-synthesis netlist ........................ 25
  Post-synthesis cell type with the largest combined area ........................ sky130_fd_sc_hd__edfxtp_1
  Number of storage elements in the synthesis netlist ........................ 1088
  Combined area of all synthesized cells ........................ 50300 sq um
  Yosys synthesis warning count ........................ 33

[Floorplanning]
  Chip height ........................ 319 um
  Die Wd ........................ 319 um
  Die Outline Area ........................ 102000 sq um
  IO Pins ........................ 145
  Initial Utilization ........................ 50.8%
  Placeable core area ........................ 99000 sq um
  FP Rows ........................ 115

[Setup path]
  Class of the most critical setup path ........................ input pin to flop
  Crit start category ........................ input pin
  Critical path data required time ........................ 5640 ps
  Crit-path max FO ........................ 38
  Worst EP arrival ........................ 3860 ps
  Endpoint class of the critical path ........................ flop

[Min path]
  Worst min-delay path category ........................ flop to flop

[Drt]
  Post-detailed-route count of antenna-violating nets ........................ 0
  Vias after detailed routing ........................ 31.7k
  Via density per instance ........................ 6.34
  Average detailed-routed wire length per instance ........................ 31.2 um
  Detailed-router iteration count before antenna repair ........................ 6
  Wire length after detailed routing ........................ 156 mm
  Remaining design rule violation count ........................ 0
  1st-iter DRT viols ........................ 2186

[Clock network]
  Clock sinks ........................ 1088
  CTS tree ........................ done
  Number of buffers inserted by hold repair at cts ........................ 0
  Clock slew at the register clock pins of the worst setup and hold paths ........................ 60 ps
  Inserted Clock Buffers ........................ 114
  H-tree level count ........................ 3
  Buffer count from post-CTS setup fixing ........................ 0
  Deepest clock path buffer count ........................ 3
  Root Buffer ........................ sky130_fd_sc_hd__clkbuf_16
  Worst-skew pair later-pin latency ........................ 710 ps
  Number of gates resized after CTS ........................ 0

[Power and ir drop]
  Internal power ........................ 15.4 mW
  Peak supply drop ........................ 259 uV
  Cell Pwr Density ........................ 351 nW/um^2
  Proportion of power drawn by flip-flops and latches ........................ 50.4%
  Share of total power in the clock network ........................ 40.9%
  Switching power share of the total ........................ 23.1%
  Leakage power ........................ 21.1 nW
  Combinational fraction of design power ........................ 8.7%
  Power dissipated by switching net loads ........................ 4.61 mW
  Power consumption ........................ 20.0 mW

[Final timing]
  Relative slew margins ........................ 38.3%
  Number of hold-slack violations in the final timing report ........................ 0
  Max Freq ........................ 302 MHz
  Final setup violation count ........................ 0
  Transition time at the pin with the least slew margin ........................ 925 ps
  Final Max Slew Viols ........................ 0
  Final total negative setup slack ........................ 0 ps
  Post-layout period usage of the worst path ........................ 65.0%
  RSZ-0062 raised after global routing ........................ no
  Final period demand of the worst path ........................ 3320 ps
  Setup Skew ........................ 22.8 ps

[Placed design]
  Weighted congestion reported at the end of routability-driven placement ........................ 0.912
  Number of input and output port buffers inserted ........................ 112
  HPWL after detailed placement ........................ 92.4 mm

[Finish]
  Fillers ........................ 7419
  Proportion of layout cells with a drive suffix above 1 ........................ 10.0%
  Final core utilization ........................ 57.5%
  Layout Area Growth over Synthesis ........................ 13.2%
  Register area ........................ 32000 sq um
  Combined area of the multi-input logic cells ........................ 16900 sq um
  Most frequent cells in the layout ........................ sky130_fd_sc_hd__mux2i_1 (1024), sky130_fd_sc_hd__edfxtp_1 (1024), sky130_fd_sc_hd__nand3_1 (194)

----------------------------------------------------
## power by group through the flow
stage         registers, mW  clock network (mW)  logic (mW)
finish                 10.1                8.18        1.74
global route           10.1                8.62        1.85
CTS                    10.1                8.29        1.73
## path summary, 6_finish.rpt
| kind | startpoint | end | slack (ps) | cells after the start |
|---|---|---|---|---|
| hold reg to reg | registers[24][4]$_DFFE_PP_ | BusB[4]$_DFF_P_ | 630 | 4 |
| setup reg to reg | registers[2][27]$_DFFE_PP_ | BusB[27]$_DFF_P_ | 3430 | 5 |
| hold / removal | registers[24][4]$_DFFE_PP_ | BusB[4]$_DFF_P_ | 630 | 4 |
| setup / recovery | RB[2] | BusB[27]$_DFF_P_ | 1780 | 8 |
## sequential cells by signal (all words and copies together) (netlist names)
register,flops
BusA,32
BusB,32
registers,1024
## metal layers
metal  wire length [um]  track usage (%)  share of wire, %  up-vias
li1                   -                -                 -    13900
met1              55900             44.6                36    15600
met2              70700             47.9                45     1872
met3              23600             21.7                15      254
met4               5470             9.20               3.5       10
met5                147            0.804             0.094        -
## worst max-delay path, cell delays in order
cell and delay, ps:
sky130_fd_sc_hd__clkdlybuf4s50_1 620, sky130_fd_sc_hd__nor2b_4 640, sky130_fd_sc_hd__buf_12 280, sky130_fd_sc_hd__buf_12 280, sky130_fd_sc_hd__a22o_1 210, sky130_fd_sc_hd__nor3_1 60
sky130_fd_sc_hd__a31oi_1 560, sky130_fd_sc_hd__nand3_1 140
## area by class of cell
class	instances	share of cell area (%)
Antenna cell	1	0.00439
Clock buffer	161	5.56
Clock inverter	54	0.931
Multi-Input combinational cell	2141	29.7
Sequential cell	1088	56.2
Tap cell	1287	2.83
Timing Repair Buffer	262	4.78
## cell families after synthesis
group,Yosys count,synth area share (%)
flip-flops,1088,63.7
buffers and inverters,285,3.59
AND-OR/OR-AND,576,7.80
AND/OR/NAND/NOR,509,4.57
multiplexers,1024,20.4
other,1,0.00745
## metrics by stage
step	hold slack (ps)	setup slack (ps)	cells	instance area, sq um
global placement	604	1180	4778	53300
detailed placement	622	1110	4778	53300
floorplan	579	1650	3514	50400
CTS	618	1850	4993	57000
global route	673	1750	4993	57000
finish	632	1780	4994	57000
## cells in the mapped netlist
master	n
sky130_fd_sc_hd__clkbuf_1	86
sky130_fd_sc_hd__a21oi_1	192
sky130_fd_sc_hd__buf_4	79
sky130_fd_sc_hd__buf_2	70
sky130_fd_sc_hd__nand3b_1	5
sky130_fd_sc_hd__dfxtp_1	64
sky130_fd_sc_hd__nand3_1	194
sky130_fd_sc_hd__or2_2	2
sky130_fd_sc_hd__a31oi_1	64
sky130_fd_sc_hd__buf_1	1
sky130_fd_sc_hd__nor2_1	35
sky130_fd_sc_hd__mux2i_1	1024
sky130_fd_sc_hd__edfxtp_1	1024
sky130_fd_sc_hd__and2_1	2
sky130_fd_sc_hd__buf_6	45
sky130_fd_sc_hd__nand2_1	195
sky130_fd_sc_hd__a22o_1	128
sky130_fd_sc_hd__clkbuf_4	4
sky130_fd_sc_hd__or3_1	1
sky130_fd_sc_hd__a22oi_1	192
sky130_fd_sc_hd__or3b_2	3
sky130_fd_sc_hd__conb_1	1
sky130_fd_sc_hd__nor3_1	64
sky130_fd_sc_hd__nand2b_1	4
sky130_fd_sc_hd__nor2b_1	4
Power is estimated from default activity; no workload was simulated.
