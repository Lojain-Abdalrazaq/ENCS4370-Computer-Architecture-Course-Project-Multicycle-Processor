### design/flow/config.mk
export PLATFORM = sky130hd
export DESIGN_NAME = ALU
export DESIGN_NICKNAME = ALU
export VERILOG_FILES = /design/flow/design.v
export SDC_FILE = /design/flow/constraint.sdc
export NUM_CORES = 4
export LEC_CHECK = 1
export CORE_UTILIZATION = 30
### design/flow/constraint.sdc
current_design ALU

set clk_period 22.2
set clk_io_pct 0.2

create_clock -name clk0 -period $clk_period [get_ports {clk}]

set non_clock_inputs [all_inputs -no_clocks]
set_input_delay [expr $clk_period * $clk_io_pct] -clock clk0 $non_clock_inputs
set_output_delay [expr $clk_period * $clk_io_pct] -clock clk0 [all_outputs]
### design/flow/design.v
module ALU(
	input clk,
	input [31:0] rs1,  
	input [31:0] rs2,  
	input [4:0] func,
	input [1:0] typ,      
	input [13:0] immd14,  
	output reg [31:0] constant,
	output reg [31:0] ALU_result
);
reg [31:0] immd32; 		
always @(posedge clk) begin
	case (func)
		5'b00000: begin
			case (typ)
				2'b00: ALU_result = rs1 & rs2;  	  
				2'b01: ALU_result = rs1 << 5'b00011;  
				2'b10: 
					begin				
					immd32 = {{18{immd14[13]}}, immd14}; 		
					constant <= immd32;
					ALU_result = rs1 & constant; 	  
					end
				default: ALU_result = 32'hxxxx_xxxx;  
			endcase
		end
		5'b00001: begin
			case (typ)
				2'b00: ALU_result = rs1 + rs2;        
				2'b10: 
					 begin
					 immd32 = {{18{immd14[13]}}, immd14}; 
					 constant <= immd32;
					 ALU_result = rs1 + constant; 	  
					 end
				default: ALU_result = 32'hxxxx_xxxx;  
			endcase
		end
		5'b00010: begin
			case (typ)
				2'b00: ALU_result = rs1 - rs2;        
				2'b01: ALU_result = rs1 >> 5'b00011;  
				default: ALU_result = 32'hxxxx_xxxx;  
			endcase
		end			
		default: ALU_result = rs1 + rs2;  
	endcase
end	
endmodule
### design/flow/run.sh
#!/bin/bash
# OpenROAD 26Q1-2900-gdf79404cd8, Yosys 0.63+post, stock flow scripts
make -C /OpenROAD-flow-scripts/flow DESIGN_CONFIG=/design/flow/config.mk WORK_HOME=/design/flow/orfs finish
==> impl_metrics.py <==
# Metrics from the implementation run
metrics = {
    "drt": {
        "routed_wl_mm": 32.6,
        "drt-wirelength-per-cell_um": 21.4,
        "met2_wirelength_mm": 14.7,
        "vias": 8972,
        "detail-route-antenna-nets": 0,
        "wl_met3_mm": 2.93,
        "routed.top_layer": "met4",
        "viasPerCell": 5.90,
        "wl_met1_mm": 13.7,
        "drt_iter0_markers": 708,
        "antennaDiodeCount": 0,
        "drc_errors": 0,
        "first_pass_iters": 6,
    },
    "pwr": {
        "switching_share": 0.416,
        "powerDensity_nw_per_um2": 43.0,
        "peakVddDrop_v": 0.0000283,
        "switchingPower_w": 0.000175,
        "p_int_w": 0.000245,
        "p_leak_nw": 3.94,
        "comb_power_share": 0.543,
        "clockPowerShare": 0.205,
        "total_power_w": 0.000420,
        "seqPwrFrac": 0.252,
    },
    "timing": {
        "tns_ps": 0,
        "max_freq_ghz": 0.128,
        "finalHoldViolations": 0,
        "skew_ps": 13.5,
        "finalCritPeriodShare": 0.351,
        "whs_ps": 684,
        "relSlewSlack": 0.470,
        "setup_violations": 0,
        "fin_crit_ps": 7790,
        "slew_viol_final": 0,
        "worst_pin_slew_ps": 792,
        "grt_setup_unrepaired": "false",
    },
    "synthesis": {
        "ys_warn_count": 1,
        "netlist-cell-type-count": 91,
        "synth_seq_share": 0.134,
        "syn_area_um2": 7930,
        "ff_type": "dfxtp_1",
        "synth-seq-cells": 46,
        "ys_chip_area_um2": 7930,
        "synth-async-reset-ratio": 0,
        "synthCells": 1085,
        "edf_count": 14,
        "syn_area_per_cell_um2": 7.31,
        "yosys_cells": 1085,
    },
    "cts": {
        "cts_buffer_depth": 2,
        "clock-sinks": 46,
        "clk-insertion-delay-late_ps": 320,
        "tritoncts": "yes",
        "cts_buffers": 5,
        "postCtsSetupRepairBufs": 0,
        "hold_buffers": 0,
        "clockRootBuffer": "clkbuf_16",
        "cts.htree.levels": 2,
        "ctsResizeCount": 0,
        "clk_pin_slew_ps": 80,
    },
    "final_layout": {
        "drive_gt1_frac": 0.0489,
        "final_util": 0.375,
        "area_growth_pct": 22.9,
        "fillers": 2733,
        "fin_area_um2": 9750,
        "layout_top_cell": "clkdlybuf4s50_1",
        "mostFrequentLayoutCells": "clkdlybuf4s50_1, a21oi_1, nor2_1",
    },
    "critical_path": {
        "cp_cell_sequence": "clkdlybuf4s50_1, ha_1, fa_1, nor2b_1, o211ai_1, a211oi_2, a2111oi_1, o31ai_2, xnor2_1, a221oi_1, o21ai_1",
        "cp-end-kind": "flop",
        "crit_buf_inv": 1,
        "cp-start-kind": "input port",
        "path_class": "in2reg",
        "cp.arrival_ps": 7980,
        "critPathMaxFanout": 5,
        "required_ps": 22390,
        "worst_path_dominant_cell_family": "AND-OR/OR-AND gates",
        "slowest_stage": "a2111oi_1",
        "critPathMaxStageDelay_ps": 710,
    },
    "run": {
        "warning_count": 57,
        "drv_cap": 0,
    },
    "floorplan": {
        "fp.coreArea_um2": 26000,
        "fp.dieW_um": 165,
        "io_pins": 150,
        "fp_util": 0.305,
        "die-area_um2": 27100,
        "fp.dieH_um": 165,
        "rows": 59,
    },
    "global_routing": {
        "grt_pass1_wl_mm": 48.9,
        "track_usage": 0.243,
        "grt_pass1_vias": 8429,
        "grt_overflow_total": 0,
        "antenna_found_initial": 0,
        "grt_max_degree": 40,
    },
    "place": {
        "numPortBuffers": 149,
        "postPlaceCellArea_um2": 9600,
        "dp_hpwl_mm": 26.2,
        "place.gp.congestion": 1.01,
    },
    "hold_path": {
        "hold_path.class": "reg2reg",
    },
    "run_status": {
        "status": "finished, final reports clean",
    },
}
==> area by class of cell <==
cell class / instances / area, um^2 / share of cell area
Inverter: 75 / 282 / 0.0289
Clock inverter: 3 / 25.0 / 0.00257
Tap cell: 335 / 419 / 0.0430
Clock buffer: 5 / 125 / 0.0128
Sequential cell: 46 / 1060 / 0.109
Multi-Input combinational cell: 891 / 6220 / 0.638
Timing Repair Buffer: 166 / 1620 / 0.166
==> state kept, by name, indices dropped and copies added (netlist names) <==
name and count:
constant 14, ALU_result 32
==> kinds of logic (layout without fill, tap and decap cells) <==
group           count (synthesis)  in the layout  synth area share
compound gates                442            442             0.380
simple gates                  281            281             0.167
buf+inv                       148            249            0.0838
fa+ha+maj                      97             97             0.156
xor+xnor                       66             66            0.0729
flops                          46             46             0.134
mux                             5              5           0.00663
==> synthesized netlist by cell type (all sizes together) (18+ instances only) <==
cell type / count / share of area
o21ai: 95 / 0.061
inv: 74 / 0.035
nand2: 78 / 0.037
o31ai: 18 / 0.019
xnor2: 52 / 0.057
nor2: 97 / 0.046
dfxtp: 32 / 0.081
a21oi: 116 / 0.076
buf: 33 / 0.029
ha: 94 / 0.15
clkbuf: 40 / 0.019
a21o: 32 / 0.030
==> final timing paths <==
| path | cells past startpoint | slack [ps] | endpoint | startpoint |
|---|---|---|---|---|
| max | 11 | 14410 | ALU_result[20]$_DFF_P_ | rs1[0] |
| min | 2 | 680 | ALU_result[0]$_DFF_P_ | constant[0]$_DFFE_PP_ |
| max reg2reg | 12 | 18950 | ALU_result[26]$_DFF_P_ | constant[0]$_DFFE_PP_ |
| min reg2reg | 2 | 680 | ALU_result[0]$_DFF_P_ | constant[0]$_DFFE_PP_ |
==> worst min-delay path, cell delays in order (launching register included) <==
cell      delay [ps]
edfxtp_1         400
ha_1             140
a211o_1          120
==> per-stage QoR <==
step	setup WS (ps)	instances
finish	14410	1521
global route	14230	1521
CTS	14510	1521
detailed placement	14180	1513
global placement	14190	1513
floorplan	15380	1085
==> power groups by stage <==
stage | Sequential (W) | Clock, W | Combinational, W
after CTS | 0.000106 | 0.0000894 | 0.000225
after global routing | 0.000107 | 0.0000917 | 0.000247
final | 0.000106 | 0.0000861 | 0.000228
==> metal layers <==
metal  vias up  global-route usage
met4         0              0.0859
li1       4225                   -
met5         -                   0
met2       453               0.384
met3        82              0.0379
met1      4212               0.337
Power and IR drop assume default switching activity.
