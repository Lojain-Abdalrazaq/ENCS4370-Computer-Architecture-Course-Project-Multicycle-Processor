**design/flow/config.mk**
```make
export PLATFORM = sky130hd
export DESIGN_NAME = insttruction_memory
export DESIGN_NICKNAME = insttruction_memory
export VERILOG_FILES = /design/flow/design.v
export SDC_FILE = /design/flow/constraint.sdc
export NUM_CORES = 4
export LEC_CHECK = 1
export CORE_UTILIZATION = 30
```
**design/flow/constraint.sdc**
```tcl
current_design insttruction_memory

set clk_period 13.5
set clk_io_pct 0.2

create_clock -name clk0 -period $clk_period [get_ports {clk}]

set non_clock_inputs [all_inputs -no_clocks]
set_input_delay [expr $clk_period * $clk_io_pct] -clock clk0 $non_clock_inputs
set_output_delay [expr $clk_period * $clk_io_pct] -clock clk0 [all_outputs]
```
**design/flow/design.v**
```verilog
module insttruction_memory(
	input reset,
	input clk,
	input [1:0] PCSrc,
	input [31:0] JA,  
	input [31:0] BTA, 
	output reg [31:0] nextpc,
	output reg [31:0] instruction,
	output reg valid
);
	reg [31:0] mem [14:0];
	initial begin
		mem[0] = 32'b00000001110000000000000000100100;  
		mem[1] = 32'b00001100110000000111000000000000;  
		mem[2] = 32'b00010100110000000111000000000000;  
		mem[3] = 32'b00011001010000001010000000000000;  
		mem[4] = 32'b00000001110000000000000000100100;  
		mem[5] = 32'b00001001110000000000000000100100;  
		mem[6] = 32'b00010001110000000000000000110100;  
		mem[7] = 32'b00011001110000000000000000110100;  
		mem[8] = 32'b00100001110011100000000010000100;  
		mem[9] = 32'b00000000000000000000000001000010;  
		mem[10]= 32'b00001000000000000001111101000010;  
		mem[11]= 32'b00000001110010100000000010000110;  
		mem[12]= 32'b00001001110010100000000010000110;  
		mem[13]= 32'b00010001110010100010000000000110;  
		mem[14]= 32'b00011001110010100010000000000110;  
	end
	reg fetchValidReg;
	always @(posedge clk) begin
		if (reset) begin
			fetchValidReg <= 1'b0;
			nextpc <= 32'd0;
		end
		else begin
			fetchValidReg <= 1'b1;
			case (PCSrc)
				2'b00: nextpc <= nextpc + 2'd1;  
				2'b01: nextpc <= nextpc + JA;  
				2'b10: nextpc <= nextpc + 2'd1;  
				default: nextpc <= nextpc + 2'd1;  
			endcase
		end
	end
	always @(posedge clk) begin
		if (reset) begin
			valid <= 1'b0;
			instruction <= 32'd0;
		end
		else begin
			valid <= fetchValidReg;
			instruction <= mem[nextpc];
		end
	end
endmodule
```
**design/flow/run.sh**
```bash
#!/bin/bash
# OpenROAD 26Q1-2900-gdf79404cd8, Yosys 0.63+post, stock flow scripts
make -C /OpenROAD-flow-scripts/flow DESIGN_CONFIG=/design/flow/config.mk WORK_HOME=/design/flow/orfs finish
```
==> changes_impl.md <==
### Changed

- Status: finished, final reports clean
- LEAKAGE: 2.07 nW
- CP Capture Type: flip-flop
- Post-route clock period utilization: a little over two fifths
- Hold Violations, Final: 0
- Hpwl dp: 7300 um
- Sw Pwr: 0.000130 W
- Vias: 3,435
- Fin worst setup slack: 7780 ps
- Switching Share: 29.6%
- Total clock sinks: ~52
- Drt drc: 0
- Fraction of power consumed by the clock network: 31.1%
- Sequential power share: 41.0%
- Pin count of the biggest net entering global routing: ~52
- H-tree depth: 2
- Gpl congestion: around 0.86
- Top cells by area: dfxtp_1, ha_1, and2_1
- Grt ovf: 0
- Crit path kind: in -> reg
- Internal power: just over 0.0003 W
- Fin. max-slew vios: 0
- Setup repair bufs after CTS: 0
- Synth Instances: 461
- Synthesis area per yosys: 3920 um^2
- Synth top area share: roughly a quarter
- Clk Latency, worst-skew pair: a little under 300 ps
- Reg2Reg Depth: 8
- Crit Reg-Reg Startpoint: nextpc[0]
- Number of enable flip-flop cells: 0
- Slew Limit Headroom: 60.9%
- CTS tree: done
- CTS resizes: 0
- CTS buffer count: 5
- Crit path launch type: input pin
- Hold path cells: 1
- Fmax: 0.175 GHz
- Synth top cell by count: dfxtp_1
- Arr. time, crit path: 5910 ps
- Yosys stat cell total: roughly 460
- Fraction of layout cells with a size suffix above 1: slightly below 8%
- Placeable Area: 12,700 um^2
- Hold Buf Count CTS: 0
- Die X: 116 um
- Power Density: 88.0 nW/um^2
- Synth-to-layout area growth: 27.2%
- Root buffer cell: clkbuf_16
- Fin Setup TNS: 0 ps
- Yosys synthesis warning count: 1
- Vias in the first global route: 3,221
- Worst IR drop on VDD: 0.0540 mV
- Routed WL: 9520 um
- Clock-pin transition on the worst setup and hold timing paths: 80 ps
- Height of the chip: 116 um
- Mapped cell area: 3920 um^2
- Critical Path Source: PCSrc[0]
- Synth Seq Share: 26.5%
- Tool warnings: 60
- Top FF cell, synth: dfxtp_1
- Drt initial violations: 136
- Area leader, netlist: dfxtp_1
- Layout Utilization: 39.4%
- GRT Total Usage: ~14%
- Synth async-reset ratio: 0%
- Row cnt: around 41
- Finish-stage setup viols: 0
- IO buf count: slightly above 90
- Top post-synthesis cells by count: dfxtp_1, nor2_1, ha_1
- RSZ-0062 raised after global routing: false
- Diodes inserted: 0
- Clock skew: 5.99 ps
- Synth cell types: just under 80
- Min-delay src: fetchValidReg
- Die area: 13,500 um^2
- Pre-CTS setup slack: 7470 ps
- Max Cap Violations: 0
- CTS max path bufs: 2
- Max FO, Critical Path: 32
- Drt wl/cell: 13.6 um
- Comb power frac: 27.9%
- Slew @ Worst Pin: 586 ps
- Worst endpoint required time: 13,690 ps
- Via density per instance: 4.89
- I/O pin count: 133
- DR pass1 iterations: 4
- First-pass GRT wire length: 15,500 um
- Syn_area_per_cell: roughly 8.5 um^2
- Min-delay worst type: reg -> reg
- Registers, synthesis: 52
- Tmin final: around 5700 ps
- FP Util: between 30 and 40%
- Initial antenna violation count: 0
- Post-route ant nets: 0
final timing paths:
path	endpoint	slack, ps
max	nextpc[26]	7780
min reg2reg	valid	440
max reg2reg	nextpc[26]	10730
min	valid	440
area by class of cell:
| cell class | instances | area [um^2] |
|---|---|---|
| Clock buffer | 5 | 125 |
| Clock inverter | 3 | 33.8 |
| Fill cell | 1292 | 7680 |
| Inverter | 10 | 37.5 |
| Multi-Input combinational cell | 366 | 2600 |
| Sequential cell | 52 | 1040 |
| Tap cell | 172 | 215 |
| Timing Repair Buffer | 94 | 936 |
sequential cells by signal, summed over array words and instances (netlist names):
register,flops
instruction,18
fetchValidReg,1
valid,1
nextpc,32
layout by cell type, fill, tap and decap left out, types with 8 or more instances in the layout:
master,instances
nand3_1,11
conb_1,8
nor2b_1,12
and3_1,11
ha_1,35
and2_1,31
inv_1,10
nor3_1,14
nor2_1,40
nand2_1,24
dfxtp_1,52
xnor2_1,8
a21oi_1,28
clkdlybuf4s50_1,92
a21o_1,11
o21ai_0,16
per-layer routing:
metal  global-route usage [%]  vias to the layer above  wire (um)
li1                         -                     1781          -
met1                     21.5                     1557       4690
met2                     23.1                       88       4270
met3                     1.74                        9        456
met4                     2.14                        0        104
met5                        0                        -          0
worst max-delay path, stage by stage:
cell and delay, ps:
clkdlybuf4s50_1 450, nor2b_1 120, buf_4 300, nand2b_1 110
ha_1 220, fa_1 410, a21o_1 220, a311o_2 460
nand4_4 140, nand4b_1 130, a31oi_1 300, mux2_1 350
power by group through the flow:
| stage | sequential, W | clock (W) | combinational [W] |
|---|---|---|---|
| finish | 0.000180 | 0.000137 | 0.000123 |
| global route | 0.000183 | 0.000149 | 0.000138 |
| CTS | 0.000181 | 0.000143 | 0.000124 |
logic make-up after synthesis:
logic type               share of synthesized area [%]
AND-OR/OR-AND                                     22.7
XOR/XNOR                                          2.90
adder cells (fa/ha/maj)                           11.7
buffers and inverters                             7.78
flip-flops                                        26.5
multiplexers                                      2.23
other                                           0.0956
AND/OR/NAND/NOR                                   26.1
metrics by stage:
stage | hold WS (ps) | total power [W] | instances | area [um^2]
after detailed placement | 424 | 0.000307 | 694 | 4830
after global placement | 425 | 0.000306 | 694 | 4830
final | 440 | 0.000439 | 702 | 4990
after CTS | 444 | 0.000447 | 702 | 4990
after floorplan | 414 | 0.000257 | 468 | 3950
after global routing | 466 | 0.000470 | 702 | 4990
No activity file was given, so power comes from the tool's default toggle rates.
